`./constraint.sdc`:
```
current_design lfsr4

set clk_period 1.2
set clk_io_pct 0.2

create_clock -name clk0 -period $clk_period [get_ports {clk}]

set non_clock_inputs [all_inputs -no_clocks]
set_input_delay [expr $clk_period * $clk_io_pct] -clock clk0 $non_clock_inputs
set_output_delay [expr $clk_period * $clk_io_pct] -clock clk0 [all_outputs]
```
`./design.v`:
```
module lfsr4(
    input logic clk,
    input logic rst,
    input logic en,
    output logic [8:1] data_out
);
always_ff @(posedge clk or posedge rst) begin
    if (rst)
        data_out <= 8'b1;
    else if (en)
        data_out <= {data_out[7:1], data_out[7] ^ data_out[3]};
end
endmodule
```
`./config.mk`:
```
export PLATFORM = sky130hd
export DESIGN_NAME = lfsr4
export DESIGN_NICKNAME = lfsr4
export VERILOG_FILES = /design/flow/design.v
export SDC_FILE = /design/flow/constraint.sdc
export NUM_CORES = 4
export LEC_CHECK = 1
export CORE_AREA = 10 10 70 70
export DIE_AREA = 0 0 80 80
```
`./run.sh`:
```
#!/bin/bash
# OpenROAD 26Q1-2900-gdf79404cd8, Yosys 0.63+post, stock flow scripts
make -C /OpenROAD-flow-scripts/flow DESIGN_CONFIG=/design/flow/config.mk WORK_HOME=/design/flow/orfs finish
```
==> impl_metrics.env <==
# flow metrics
export IMPL_synthToLayoutAreaGrowth_pct=72.69
export IMPL_setup_tns_ns=0
export IMPL_cts_root_buf="clkbuf_4"
export IMPL_io_pins=11
export IMPL_maxCapViolCount=0
export IMPL_p_per_area_nw_per_um2=2340
export IMPL_cp_end_kind="primary output"
export IMPL_finalMaxSlewViolations=0
export IMPL_ys_seq_share_pct=59.41
export IMPL_tool_warnings=25
export IMPL_clock_path_buffers=2
export IMPL_gr_usage_all_layers_pct=2.516
export IMPL_crit_path_max_fanout=2
export IMPL_crit_arrival_ns=0.87
export IMPL_yosysTopAreaCell="dfrtp_1"
export IMPL_holdCritPathClass="input pin to asynchronous set/reset pin"
export IMPL_drt_initial_drc_count=5
export IMPL_reg2reg_from="data_out[7]"
export IMPL_period_minus_slack_ns=1.114
export IMPL_topCombFamilyByArea="multiplexers"
export IMPL_top_register="data_out"
export IMPL_rsz0062_at_grt="false"
export IMPL_ys_chip_area_um2=339.1
export IMPL_grt_max_degree=10
export IMPL_clk_pin_slew_ns=0.06
export IMPL_hold_viol_final=0
export IMPL_rows=21
export IMPL_cts_sinks=8
export IMPL_port_buffers=10
export IMPL_antenna_found_initial=0
export IMPL_chipHeight_um=80
export IMPL_comb_area_um2=122.6
export IMPL_relSlewSlack_pct=80.10
export IMPL_regArea_um2=201.4
export IMPL_grt_pass1_vias=227
export IMPL_crit_type="flop to primary output"
export IMPL_place_ws_ns=-0.1077
export IMPL_cts_tree="yes"
export IMPL_synthesis_instances=20
export IMPL_largest_reg_flops=8
export IMPL_yosys_area_share_xor_xnor_pct=2.583
export IMPL_vdd_drop_max_mv=0.9179
export IMPL_ys_sh_aoi_pct=1.476
export IMPL_ys_sh_mux_pct=31.00
export IMPL_syn_avg_cell_area_um2=16.95
export IMPL_outcome="complete, no violations"
export IMPL_clk_latency_ns=0.25
export IMPL_cpMaxStageDelayCell="dfrtp_1"
export IMPL_dp_hpwl_um=523.1
export IMPL_synth_area_um2=339.1
export IMPL_wire_per_inst_um=8.337
export IMPL_crit_start="data_out[3]"
export IMPL_postRouteAntennaNets=0
export IMPL_biggestRegsByFlops="data_out x8"
export IMPL_synth_cell_types=8
export IMPL_finalCritPeriodShare_pct=92.86
export IMPL_finalSetupViolCount=0
export IMPL_rrSetupSlack_ns=0.20
export IMPL_grt_first_pass_wirelength_um=1193
export IMPL_simple_gate_area_share_pct=1.107
export IMPL_die_area_um2=6400
export IMPL_fin_ws_ns=0.08574
export IMPL_synthAdderAreaFrac_pct=0
export IMPL_fin_worst_skew_ns=0.003737
export IMPL_cp_depth=1
export IMPL_viasPerCell=2.551
export IMPL_first_pass_iters=2
export IMPL_r2r_end="data_out[7]"
export IMPL_route_vias_total=227
export IMPL_fp_util_pct=9.927
export IMPL_diodes=0
export IMPL_ys_cells=20
export IMPL_critPathRequiredTime_ns=0.96
export IMPL_area_leaders="dfrtp_1, mux2_4, dfstp_2"
export IMPL_critical_path_max_stage_delay_ns=0.38
export IMPL_path_cells="dlygate4sd2_1"
export IMPL_top_area_share_pct=51.66
export IMPL_synth_warnings=1
export IMPL_layout_drive_gt1_share_pct=51.16
export IMPL_tightest_slew_ns=0.2982
export IMPL_power_leakage_nw=0.2678
export IMPL_drc=0
export IMPL_h_tree_depth=1
export IMPL_routed_wl_um=742
export IMPL_grt_overflow=0
export IMPL_critPathTopFamily="flip-flops"
export IMPL_fin_hold_ws_ns=0.2317
export IMPL_crit_path_start_kind="flop"
export IMPL_rr_worst_depth=3
export IMPL_post_route_util_pct=17.14
export IMPL_coreArea_um2=3416
export IMPL_place_gp_congestion=0.6322
export IMPL_critPathCapture="data_out[3]"
export IMPL_cts_buffers=3
export IMPL_max_freq_mhz=897.5
export IMPL_total_power_mw=1.370
export IMPL_synth_flops=8
export IMPL_fillers=391
export IMPL_die_x_um=80
export IMPL_path_buffers=1
## cell usage after synthesis, drive strengths merged
cell type / instances
dfrtp: 7
nor2: 1
buf: 1
mux2: 7
xnor2: 1
inv: 1
dfstp: 1
a21oi: 1
## worst register-to-register path, stage by stage, from the launching register on
cell and delay [ns]:
dfrtp_1 0.37, buf_4 0.13, buf_4 0.13, mux2_4 0.26
## layer usage
metal / wire [um] / vias to the layer above / GRT usage (%)
met5: 0 / - / 0
met3: 133 / 2 / 2.614
met2: 193 / 13 / 2.087
li1: - / 112 / -
met1: 409 / 100 / 3.854
met4: 6 / 0 / 0.3521
## metrics by stage
step,cell area (um2),instances
6_report,585.6,89
5_1_grt,585.6,89
4_1_cts,585.6,89
3_5_place_dp,520.5,78
3_3_place_gp,520.5,78
2_1_floorplan,339.1,20
## where the power goes
| part | internal (mW) | switching (mW) | leakage [nW] |
|---|---|---|---|
| clock | 0.127 | 0.0945 | 0.0150 |
| sequential | 0.416 | 0.0657 | 0.0887 |
| combinational | 0.495 | 0.171 | 0.164 |
## worst min path at each step
stage     from           to
6_report   rst  data_out[8]
4_1_cts    rst  data_out[7]
5_1_grt    rst  data_out[7]
## placed cells by master, fill, tap and decap left out, drive strengths merged
master         Yosys  layout
mux2               7       7
clkdlybuf4s50      0       2
inv                1       1
nor2               1       1
dlygate4sd2        0       7
buf                1      11
dfrtp              7       7
dfstp              1       1
clkbuf             0       4
xnor2              1       1
a21oi              1       1
## repair_timing
action | 4_1_cts | 5_1_grt
buffers inserted | 7 | 0
setup endpoints to repair | 8 | 0
gates resized | 10 | 0
hold buffers | 0 | 0
## kinds of logic (layout without fill, tap and decap cells)
| group | after synthesis | after routing |
|---|---|---|
| mux | 7 | 7 |
| buf+inv | 2 | 25 |
| simple gates | 1 | 1 |
| xor+xnor | 1 | 1 |
| flops | 8 | 8 |
| compound gates | 1 | 1 |
## layout make-up
type	count	share of cell area [%]
Multi-Input combinational cell	10	20.94
Sequential cell	8	34.40
Tap cell	46	9.829
Timing Repair Buffer	20	29.70
Inverter	1	0.6410
Clock buffer	4	4.487
Power and IR drop assume default switching activity.
